[flow/config.mk]
export PLATFORM = sky130hd
export DESIGN_NAME = hamming_encoder
export DESIGN_NICKNAME = hamming_encoder
export VERILOG_FILES = /design/flow/design.v
export SDC_FILE = /design/flow/constraint.sdc
export NUM_CORES = 4
export LEC_CHECK = 1
export CORE_UTILIZATION = 40
[flow/constraint.sdc]
current_design hamming_encoder

set clk_period 6.3
set clk_io_pct 0.2

create_clock -name clk0 -period $clk_period [get_ports {clk}]

set non_clock_inputs [all_inputs -no_clocks]
set_input_delay [expr $clk_period * $clk_io_pct] -clock clk0 $non_clock_inputs
set_output_delay [expr $clk_period * $clk_io_pct] -clock clk0 [all_outputs]
[flow/design.v]
`timescale 1ns / 1ps
module hamming_encoder #(
    parameter integer MAX_BYTES = 12                
)(
    input  wire                       clk,
    input  wire                       rst,
    input  wire                       od,
    input  wire        [3:0]          data,
    input  wire                       done,       
    output reg                        ready = 1,   
    output wire        [7:0]          encoded,     
    output reg [MAX_BYTES*8-1:0]      product = 0,
    output reg [3:0] byte_cnt = 0,
    output reg                        product_valid = 0
);
    wire p1 = data[0] ^ data[1] ^ data[3];
    wire p2 = data[0] ^ data[2] ^ data[3];
    wire p4 = data[1] ^ data[2] ^ data[3];
    wire p8 = p1 ^ p2 ^ p4 ^ data[0] ^ data[1] ^ data[2] ^ data[3];
    wire [7:0] enc_next = {p8, data[3], data[2], data[1], p4, data[0], p2, p1};
    assign encoded = enc_next;
    localparam C_W = $clog2(MAX_BYTES);
    always @(posedge clk) begin
        if (rst) begin
            byte_cnt      <= 0;
            product       <= 0;
            product_valid <= 0;
            ready         <= 1;
        end else begin
            product_valid <= 0;                
            ready <= (byte_cnt < MAX_BYTES);
            if(od) begin
            if (!done && ready) begin
                product[byte_cnt*8 +: 8] <= enc_next;
                byte_cnt <= byte_cnt + 1;
                if (byte_cnt == MAX_BYTES-1) begin
                    product_valid <= 1;        
                    byte_cnt      <= 0;        
                   ready<= 0 ; 
                end
            end
        end
    end
    end
endmodule
[flow/run.sh]
#!/bin/bash
# OpenROAD 26Q1-2900-gdf79404cd8, Yosys 0.63+post, stock flow scripts
make -C /OpenROAD-flow-scripts/flow DESIGN_CONFIG=/design/flow/config.mk WORK_HOME=/design/flow/orfs finish
==> results.toml <==
# implementation run metrics
[clock_tree]
htreeDepth = 3
root_buffer = "clkbuf_8"
cts_post_setup_buffers_inserted = 0
insertion_delay_ns = 0.37
cts_tree = "yes"
cts_sinks = 102
clk_pin_slew_ns = 0.10
postCtsHoldBufs = 0
cts_inserted_buffers = 9
cts.repair.resized = 0
cts_buffer_depth = 2

[drt]
drc_errors = 0
wire_per_inst_um = 16.3
viasPerCell = 5.05
dr.pass1.iters = 4
antenna_left = 0
antennaDiodeCount = 0
wl_um = 10600
drt_iter0_markers = 128
vias = 3297

[yosys]
syn_inst = 419
ys_seq_frac = 0.495
ys_cells = 419
ys_ff = 102
edf_count = 0
netlist_area_sq_um = 4120
ys.flop_type = "dfxtp_1"
ys_types = 40
synthArstFlopShare = 0
ys_area_sq_um = 4120
syn_area_per_cell_sq_um = 9.84
yosys_warnings = 1

[worst_setup_path]
end_kind = "output port"
path_common_cell = "clkdlybuf4s50_1"
max_stage_delay_ns = 0.75
cp_cell_sequence = "clkdlybuf4s50_1 > xnor2_1 > buf_4 > clkdlybuf4s50_1"
critPathBufInv = 3
slowest_stage = "clkdlybuf4s50_1"
worstSetupPathType = "in2out"
cp_data_required_time_ns = 5.04
cpLargestDelayFamily = "buffers and inverters"
critical_path.max_fanout = 15
cp-start-kind = "input pin"
arrival_ns = 3.28

[power_and_ir_drop]
combPwrFrac = 0.092
p_int_w = 0.000841
peakVddDrop_mv = 0.136
leakage_nw = 1.95
pwr-share-clk = 0.340
power_density_nw_per_um2 = 209
seqPwrFrac = 0.568
swShare = 0.267
power.switching_w = 0.000306

[timing]
clock_skew_ns = 0.00903
whs_ns = 0.472
worstMarginPinSlew_ns = 0.818
fin_tns_setup_ns = 0
timing.fmax_mhz = 220
post-route-min-period_ns = 4.54
rsz0062_at_grt = "no"
relSlewSlack = 0.455
period_used_share = 0.720
hold_viol = 0
slew_viol_final = 0
finalSetupViolCount = 0

[finish]
comb_area_sq_um = 1840
drive_above_1_share = 0.0712
seq_area_sq_um = 2040
n_fill_cell = 865
fin_area_sq_um = 5490
syn2layout_area_growth_pct = 33.1

[die]
die_area_sq_um = 10700
pin_count = 118
fp.dieW_um = 104
rows = 36
core_area_sq_um = 9860
floorplan.core_util = 0.418
die_h_um = 104

[grt]
grt_pass1_wl_um = 17100
antenna_found_initial = 0
grt_max_degree = 75
grt_pass1_vias = 3124
grt_usage = 0.206
overflow = 0

[place]
placed_area_sq_um = 5310
place.gp.congestion = 0.784
dp_hpwl_um = 7070
numPortBuffers = 117

[job]
max_cap_viol_count = 0
warnings = 26

[hold_path]
hold_path_class = "reg2reg"

[status]
status = "completed"
registers in the layout, indices dropped and copies added, names as in the netlist:
signal / count
ready: 1
product: 96
byte_cnt: 4
product_valid: 1
kinds of logic after synthesis:
logic type	synth area share
buffers and inverters	0.0589
AND/OR/NAND/NOR	0.155
multiplexers	0.129
flip-flops	0.495
adder cells (fa/ha/maj)	0.00911
AND-OR/OR-AND	0.130
XOR/XNOR	0.0234
cells in the mapped netlist, types with 3 or more instances:
cell	count	area [sq um]
or2_2	3	18.8
and2_1	8	50.1
o2bb2ai_1	3	26.3
ha_1	3	37.5
xnor2_1	9	78.8
buf_4	9	67.6
o21ai_0	24	120
inv_1	5	18.8
a21oi_1	25	125
mux2i_1	53	531
clkbuf_1	27	101
nand2_1	5	18.8
nand3_1	25	125
nor2_1	61	229
nor4_1	4	25.0
nand4_1	4	25.0
buf_6	4	45.0
dfxtp_1	102	2040
a22o_1	17	149
layout make-up:
type | count | share of cell area
inverter | 5 | 0.00342
multi-input combinational | 270 | 0.335
clock inverter | 7 | 0.0103
timing repair buffer | 127 | 0.226
sequential | 102 | 0.372
tap | 133 | 0.0303
clock buffer | 9 | 0.0226
cell usage in the layout, fill, tap and decap left out, drive strengths merged, types with 3 or more instances in the layout:
master         Yosys  routed
a21oi             25      25
a22o              17      17
and2               8       8
buf               15      11
clkbuf            27       9
clkdlybuf4s50      0     116
clkinv             0       3
dfxtp            102     102
ha                 3       3
inv                5       9
mux2i             53      53
nand2              5       5
nand3             25      25
nand4              4       4
nor2              61      61
nor4               4       4
o21ai             25      25
o2bb2ai            3       3
or2                3       3
xnor2              9       9
path summary, 6_finish.rpt:
check | cells after the start | endpoint | slack [ns] | from
min reg2reg | 1 | product[72]$_SDFFE_PP0P_ | 0.47 | product[72]$_SDFFE_PP0P_
min | 1 | product[72]$_SDFFE_PP0P_ | 0.47 | product[72]$_SDFFE_PP0P_
max reg2reg | 6 | product[8]$_SDFFE_PP0P_ | 3.30 | byte_cnt[2]$_SDFFE_PP0P_
max | 4 | encoded[7] | 1.76 | data[2]
power by group through the flow:
stage                 registers, W  clock network [W]  logic [W]
final                     0.000652           0.000390   0.000106
after global routing      0.000653           0.000428   0.000114
after CTS                 0.000652           0.000402   0.000107
worst register-to-register path, cell delays in order (launching register included):
cell and delay [ns]:
dfxtp_1 0.64, nor3_1 0.09, ha_1 0.32, nand4b_2 0.42, or4_1 0.89, and2_1 0.30, a22o_1 0.23
stage by stage:
stage	total power (W)	std cells	util	setup WS (ns)
2_1_floorplan	0.000732	419	-	2.92
3_3_place_gp	0.000772	637	0.538	1.77
3_5_place_dp	0.000773	637	0.538	1.74
4_1_cts	0.00116	653	0.556	1.69
5_1_grt	0.00120	653	0.556	1.62
6_report	0.00115	653	0.556	1.76
layer usage:
metal,GRT usage,part of all wire,up-vias
met5,0,0,-
met4,0.0135,0.0066,0
met3,0.0686,0.080,5
met2,0.295,0.43,99
met1,0.327,0.49,1550
li1,-,-,1643
Power and IR drop assume default switching activity.
