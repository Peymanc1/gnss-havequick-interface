**flow/design.v**
```verilog
`timescale 1ns / 1ps
module ManchesterEncoder_HQII (
    input clk,   
    input reset,                                                                    
    input [95:0] time_msg,                                      
    input start,              
    output wire manchester_out  
);
    reg manchester_out_r = 0;         
    assign manchester_out = manchester_out_r;  
    reg [31:0] counter_m = 0;        
    reg [20:0] bit_index = 0;        
    reg [31:0] start_counter = 0;    
    reg [31:0] counter_400 = 0;      
    reg [1:0] state = 0;             
    localparam IDLE = 2'b00;
    localparam Message_State = 2'b10;
    localparam Valid_State = 2'b01;
    localparam COUNT_600_US = 60000; 
    localparam COUNT_400_BITS = 400; 
    reg [1:0] bit_send_count = 0;   
    reg [111:0] time_msg_r = 0 ;
    always @(posedge clk) begin
        case(state)
        IDLE: begin
            if(start) begin
                state <= Valid_State; 
            end
        end
        Valid_State: begin
            if(counter_400 < COUNT_400_BITS) begin
                if(counter_m < (COUNT_600_US / 2)) begin
                    manchester_out_r <= 1;   
                end else if (counter_m < COUNT_600_US) begin
                    manchester_out_r <= 0;  
                end
            end
            if(counter_m == COUNT_600_US - 1) begin
                counter_m <= 0;
                counter_400 <= counter_400 + 1;  
            end else begin
                counter_m <= counter_m + 1;
            end
            if(counter_400 >= 399) begin
                counter_m <= 0 ;
                counter_400 <= 0;
                time_msg_r <= {16'b0001000111101001,time_msg}  ; 
                state <= Message_State;  
            end
        end
        Message_State: begin
            if(counter_m < (COUNT_600_US / 2)) begin
                if (time_msg_r[bit_index] == 1) begin
                    manchester_out_r <= 1; 
                end else begin
                    manchester_out_r <= 0; 
                end
            end
            else if(counter_m < COUNT_600_US) begin
                if (time_msg_r[bit_index] == 1) begin
                    manchester_out_r <= 0;  
                end else begin
                    manchester_out_r <= 1;  
                end
            end
            if(counter_m == COUNT_600_US - 1) begin
                counter_m <= 0;
                bit_index <= bit_index + 1;  
            end else begin
                counter_m <= counter_m + 1;
            end
             if(bit_index==111)begin
                counter_m<=0 ;
                bit_index<=0;
                counter_400<= 0 ;
                state<=IDLE ;
        end
        end
        endcase
    end
endmodule
```
**flow/run.sh**
```bash
#!/bin/bash
# OpenROAD 26Q1-2900-gdf79404cd8, Yosys 0.63+post, stock flow scripts
make -C /OpenROAD-flow-scripts/flow DESIGN_CONFIG=/design/flow/config.mk WORK_HOME=/design/flow/orfs finish
```
**flow/config.mk**
```make
export PLATFORM = sky130hd
export DESIGN_NAME = ManchesterEncoder_HQII
export DESIGN_NICKNAME = ManchesterEncoder_HQII
export VERILOG_FILES = /design/flow/design.v
export SDC_FILE = /design/flow/constraint.sdc
export NUM_CORES = 4
export LEC_CHECK = 1
export CORE_UTILIZATION = 30
```
**flow/constraint.sdc**
```tcl
current_design ManchesterEncoder_HQII

set clk_period 12.2
set clk_io_pct 0.2

create_clock -name clk0 -period $clk_period [get_ports {clk}]

set non_clock_inputs [all_inputs -no_clocks]
set_input_delay [expr $clk_period * $clk_io_pct] -clock clk0 $non_clock_inputs
set_output_delay [expr $clk_period * $clk_io_pct] -clock clk0 [all_outputs]
```
==> results.txt <==
Numbers from the implementation run.

The flow ran to the end, and the final reports show no timing, DRC or antenna violations. The cell area after layout is 10170 sq um. The portion of synthesized area spent on multiplexers is 6.984%.

The global-route wire length before repair is 24.89 mm. The number of ports placed on the die boundary is 100. Per the detail_route report, the via count comes to 4712. The final count of pins violating max slew is 0.

The count of library flops with an enable pin is 185. Synthesis handed over a netlist of 556 instances. Per STA, the highest per-stage delay on the worst path measures 0.47 ns. The total overflow left after global routing is 0. The top achievable clock speed is 270.3 MHz. In this run the worst setup path terminates at manchester_out. Yosys stat counts 556 cells in the synthesized netlist. The standby leakage power is 0.003232 uW.

After floorplanning, the core was sized to cover 26800 sq um. For this run the detailed placement stage logged an HPWL of 10.24 mm. Summed over all nets, the switching power comes to 589.9 uW. The setup TNS is 0 ns. CTS added clock buffers totalling 17. The critical path buffer and inverter count is 1. The signal on the critical path passes through clkdlybuf4s50_1. Nets still carrying antenna violations after routing amount to 0.

Entering global routing, the biggest net connects 67 pins. The clock tree from TritonCTS is built. The most critical min-delay path falls under flop to flop. The overall fraction of global-route tracks in use is 11.89%. The cell area after placement is 9609 sq um. The synthesis-stage register bit count is 185. For reference, the final report shows the hold violation count at 0. The root cell of the clock tree is clkbuf_16. The post-route netlist has 8.046% of its cells at a drive strength greater than 1.

The share of flip-flops with an asynchronous set or reset after synthesis is 0%. The share of the core area taken by cells at floorplan is 30.48%. The clock skew is 0.008686 ns.

The non-filler instance count after layout is 1037. The post-synthesis xor/xnor area fraction is 6.218%. The layout overhead on the synthesized area is 24.51%. The number of warnings in the stage logs is 29. Per the slew report, the remaining headroom to the max-slew limit stands at 44.81%. The via-per-instance ratio is 4.544. The capturing point of the worst reg2reg path is state[1].

During placement, the flow inserted port buffers numbering 98. The primary flip-flop cell chosen by synthesis mapping is edfxtp_1. The type of origin of the critical path is a flop.

The post-placement setup slack is 8.149 ns. After detailed routing, the total wire length is 15.12 mm. The simple logic cell fraction of the synthesized area is 12.82%.

The die extent in x is 167.0 um. The worst setup path startpoint is manchester_out_r. Per Yosys stat, the portion of area used by sequential elements is 68.00%. The setup slack of the worst register-to-register path is 9.27 ns. Looking at the clock tree report, the H-tree level count equals 4. The arrival time of data at the worst endpoint is listed as 1.26 ns. The worst setup path is captured at a primary output. According to the floorplan report, the total die area is 27890 sq um. Dividing the detail-routed wire length by the instance count gives 14.58 um. Max fanout on the critical path was recorded as 1. After synthesis the cells add up to 8169 sq um. The worst register-to-register path has a depth of 7. The number of placement rows is 60.

The average cell area after synthesis is 14.69 sq um. The vertical die dimension is 167.0 um. The clock latency of the later-clocked register in the worst-skew pair is 0.42 ns.

The final report lists the setup-violating endpoint count as 0. The final critical path takes up 30.32% of the cycle. The critical path in this run is classified as flop to primary output.

The core utilization of the finished layout is 37.95%. Across all setup checks in the final design, the least slack found is 8.501 ns. The clock share of power is 25.8%. Per the gpl log, the routability congestion estimate is 0.7807. After clock tree synthesis, the setup repair step added 0 buffers. The largest family of logic cells by area is simple AND/OR/NAND/NOR gates. The number of distinct library cells after synthesis is 47. The number of DRC violations after detailed-routing iteration 0 is 340. The net switching share of the total power is 28.82%. The number of logic stages on the critical path including buffering is 1. The count of hold-fix buffers inserted at cts is 0. The transition time recorded at the tightest slew-check pin is 0.8279 ns. The share of synthesized cell area in full adder, half adder and majority cells is 1.072%. For reference, compound AND-OR and OR-AND cells occupy 2.788% of the area reported after synthesis.

For this run, the chip area from Yosys synthesis comes to 8169 sq um. The internal cell power is 1457 uW. The cell with the largest stage delay on the worst path is clkdlybuf4s50_1. The total number of clock tree sinks is 185. The minimum clock period after layout is 3.699 ns.

The maximum buffer depth of the clock tree is 2. TritonRoute reported its final design rule violation total as 0. Counting the fill cells in the layout gives 2454. The launching point of the worst reg2reg path is bit_index[0]. Setup repair after global routing left no endpoint under its margin. The timing report attributes the biggest portion of critical-path delay to buffers and inverters. The number of antenna cells inserted is 0.

In this run the maximum-capacitance check reported violations numbering 0. The script computed a power per unit cell area of 201.2 nW/um^2. Per report_power, the sequential group accounts for 54.8% of the total. The maximum vdd drop is 109.2 uV. The cell resize tally after clock tree synthesis is 0. According to the timing report, the data required time at the worst endpoint equals 9.76 ns. The via count of the first global-routing pass is 4685. The post-placement cell count is 1005. The pre-antenna-repair detailed-routing pass consisted of 6 iterations. Combinational logic is responsible for 19.3% of the overall power. The number of antenna violations at the first check in global routing came to 0. The clock-pin slew of the registers on the worst-case setup and hold paths is 0.07 ns.

Counting the warning lines in the Yosys log gives 1.
logic make-up after synthesis:
kind of cell               Yosys count
and+or+nand+nor                    201
adders and majority gates            7
DFF                                185
buffers and inverters               33
muxes                               40
xor gates and xnor gates            58
AOI/OAI and AO/OA                   30
other                                2
sequential cells by signal, summed over array words and instances, names as in the netlist:
name / flops
state: 2
manchester_out_r: 1
bit_index: 21
counter_400: 32
counter_m: 32
time_msg_r: 97
how the worst min path moves through the flow:
stage	start	cells past startpoint	end	slack [ns]
6_report	counter_400[0]	1	counter_400[0]	0.60
5_1_grt	bit_index[20]	1	bit_index[20]	0.62
4_1_cts	counter_400[0]	1	counter_400[0]	0.60
stage by stage:
step                hold slack, ns  power, uW
floorplan                   0.5509       1411
global placement            0.5826       1531
detailed placement          0.5935       1538
CTS                         0.6027       2073
global route                0.6210       2166
finish                      0.6005       2047
cells in the mapped netlist, drive strengths merged, types with 2 or more instances:
master | number | area [sq um]
nand3 | 31 | 155.2
nor4 | 13 | 111.4
nor4b | 2 | 17.52
clkbuf | 10 | 37.54
a2111oi | 4 | 35.03
and2 | 4 | 25.02
a21o | 2 | 15.01
inv | 13 | 48.80
conb | 2 | 7.510
and3 | 11 | 73.82
mux2i | 24 | 240.2
nand4 | 18 | 127.6
ha | 7 | 87.58
or4 | 2 | 18.77
o21ai | 3 | 15.01
o2111ai | 2 | 17.52
nor3 | 9 | 45.04
nor2b | 6 | 37.54
a22oi | 10 | 75.07
and4 | 5 | 43.79
a21oi | 3 | 15.01
edfxtp | 185 | 5555
a211oi | 2 | 15.01
xnor2 | 34 | 297.8
mux2 | 4 | 45.04
buf | 10 | 78.81
xor2 | 24 | 210.2
nand2 | 24 | 90.09
nor2 | 72 | 272.8
mux4 | 12 | 285.3
power groups by stage:
stage	clock [uW]	combinational, uW	sequential, uW
4_1_cts	543	406	1120
6_report	529	396	1120
5_1_grt	569	446	1150
per-layer routing:
metal | up-vias | wire length [um] | GRT usage [%]
met1 | 2223 | 7211 | 19.26
met2 | 129 | 6813 | 17.37
li1 | 2346 | - | -
met4 | 2 | 181 | 1.288
met3 | 12 | 873 | 3.389
met5 | - | 36 | 1.043
final cells by class:
cell class | count | area [sq um] | area share [%]
well taps | 341 | 426.7 | 4.195
flip-flops and latches | 185 | 5555 | 54.62
clock inverters | 13 | 128.9 | 1.267
clock buffers | 19 | 432.9 | 4.256
multi-input cells | 360 | 2537 | 24.95
repair buffers | 106 | 1041 | 10.23
inverters | 13 | 48.80 | 0.4798
placed cells by master, fill, tap and decap left out, types with 8 or more instances in the layout:
cell / netlist / routed
nor2_1: 71 / 71
and3_1: 10 / 10
clkbuf_16: 0 / 17
clkdlybuf4s50_1: 0 / 98
buf_4: 2 / 8
a22oi_1: 10 / 10
edfxtp_1: 185 / 185
nand2_1: 24 / 24
xor2_1: 24 / 24
nand4_1: 17 / 17
conb_1: 2 / 24
nand3_1: 31 / 31
mux4_2: 8 / 8
nor3_1: 9 / 9
nor4_1: 11 / 11
mux2i_1: 24 / 24
inv_1: 13 / 13
xnor2_1: 34 / 34
Power is estimated from default activity; no workload was simulated.
